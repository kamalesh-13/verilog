==> design/flow/constraint.sdc <==
current_design CLA_4bit

set clk_period 2.2
set clk_io_pct 0.2

create_clock -name clk0 -period $clk_period

set non_clock_inputs [all_inputs -no_clocks]
set_input_delay [expr $clk_period * $clk_io_pct] -clock clk0 $non_clock_inputs
set_output_delay [expr $clk_period * $clk_io_pct] -clock clk0 [all_outputs]
==> design/flow/run.sh <==
#!/bin/bash
# OpenROAD 26Q1-2900-gdf79404cd8, Yosys 0.63+post, stock flow scripts
make -C /OpenROAD-flow-scripts/flow DESIGN_CONFIG=/design/flow/config.mk WORK_HOME=/design/flow/orfs finish
==> design/flow/design.v <==
module CLA_4bit(
    input [3:0] A, B,  
    input Cin,        
    output [3:0] Sum, 
    output Cout
);
    wire [3:0] G, P;
    wire [3:0] C;
    assign G = A & B;
    assign P = A | B;
    assign C[0] = Cin;
    assign C[1] = G[0] | (P[0] & Cin);
    assign C[2] = G[1] | (P[1] & C[1]);
    assign C[3] = G[2] | (P[2] & C[2]);
    assign Cout = G[3] | (P[3] & C[3]);
    assign Sum = A ^ B ^ C;
endmodule
==> design/flow/config.mk <==
export PLATFORM = sky130hd
export DESIGN_NAME = CLA_4bit
export DESIGN_NICKNAME = CLA_4bit
export VERILOG_FILES = /design/flow/design.v
export SDC_FILE = /design/flow/constraint.sdc
export NUM_CORES = 4
export LEC_CHECK = 1
export CORE_AREA = 10 10 70 70
export DIE_AREA = 0 0 80 80
==> results.sh <==
# physical design summary
export IMPL_start_to_end_type_of_the_worst_setup_path="in2out"
export IMPL_violations_in_the_final_reports="negative setup slack"
export IMPL_die_width_um=80
export IMPL_total_power_uw=61.36
export IMPL_areaGrowthSynthToFinish_pct=141.5
export IMPL_ys_warn_count=0
export IMPL_clock_buffer_count=0
export IMPL_detailedPlacementHpwl_um=416
export IMPL_min_from="A[1]"
export IMPL_detail_route_vias_per_cell=1.795
export IMPL_first_pass_iters=1
export IMPL_place_congestion=0.7642
export IMPL_ys_types=2
export IMPL_warning_count=35
export IMPL_worst_slew_pin_slew_ns=0.08122
export IMPL_route_antenna_remaining_nets=0
export IMPL_rows=21
export IMPL_drt_drc_violations_left=0
export IMPL_pin_count=14
export IMPL_outcome="complete, but fails checks"
export IMPL_finalCoreUtilization_pct=9.377
export IMPL_critical_path_slowest_cell="fa_2"
export IMPL_routedWlPerCell_um=5.269
export IMPL_relative_max_transition_margin_pct=94.59
export IMPL_grt_remaining_overflow=0
export IMPL_ys_seq_share_pct=0
export IMPL_crit_path_max_incr_delay_ns=0.53
export IMPL_first_drt_iteration_drcs=0
export IMPL_synth_cell_area_um2=132.6
export IMPL_ys_cells=18
export IMPL_first_global_vias=165
export IMPL_setup_viol=3
export IMPL_clock_fmax_ghz=0.3615
export IMPL_die_height_um=80
export IMPL_final_instance_area_um2=320.3
export IMPL_hold_viol=0
export IMPL_layout_filler_cells=406
export IMPL_design_seq_count=0
export IMPL_floorplan_core_area_um2=3416
export IMPL_layout_min_cycle_time_ns=2.766
export IMPL_placedInstanceArea_um2=337.8
export IMPL_post_layout_nonfiller_instances=78
export IMPL_portBuffers=14
export IMPL_hold_class="in2out"
export IMPL_sort_of_element_at_the_start_of_the_critical_path="input pin"
export IMPL_final_setup_worst_slack_ns=-0.5663
export IMPL_wirelength_um=411
export IMPL_grt_antenna_before_repair=0
export IMPL_num_vias=140
export IMPL_synthesis_instances=18
export IMPL_critical_path_endpoint_type="output port"
export IMPL_cp_cell_sequence="buf_6 > inv_2 > fa_2 > fa_2 > fa_2 > fa_2 > inv_2 > buf_2"
export IMPL_worstPathMaxFanout=1
export IMPL_grtUsageTotal_pct=1.298
export IMPL_timing_max_cap_violations=0
export IMPL_yosys_stat_chipArea_um2=132.6
export IMPL_yosysTopAreaCell="fa_1"
export IMPL_final_hold_worst_slack_ns=1.546
export IMPL_worst_hold_path_num_cells=5
export IMPL_drive_gt1_share_pct=50.00
export IMPL_power_per_cell_area_nw_per_um2=191.6
export IMPL_critical_path_top_cell_by_count="fa_2"
export IMPL_startpoint="B[0]"
export IMPL_cts_hold_buffers_added=0
export IMPL_dp_cells=78
export IMPL_floorplanUtilization_pct=3.883
export IMPL_post_cts_setup_repair_bufs=0
export IMPL_combGateArea_um2=90.09
export IMPL_avgSynthCellArea_um2=7.368
export IMPL_max_slew_violation_count=0
export IMPL_flop_area_um2=0
export IMPL_vdd_drop_max_mv=0.05799
export IMPL_setup_repair_after_global_routing_missed_its_margin="yes"
export IMPL_antenna_diode_count=0
export IMPL_maximum_number_of_pins_on_one_net_before_global_route_repair=2
export IMPL_critical_path_required_ns=1.76
export IMPL_synth_largest_type_area_fraction_pct=60.38
export IMPL_critical_path_arrival_ns=2.33
export IMPL_total_leakage_power_nw=0.1565
export IMPL_top_area_cell_types="fa_1 (60%), inv_1 (40%)"
export IMPL_dieArea_um2=6400
export IMPL_final_clock_period_utilization_by_the_worst_path_pct=125.7
export IMPL_wire_length_of_the_first_global_routing_pass_um=703
## cells by family (layout without fill, tap and decap cells)
| logic type | Yosys count | count (layout) | synth area share, % |
|---|---|---|---|
| fa+ha+maj | 4 | 4 | 60.38 |
| buf+inv | 14 | 28 | 39.62 |
## through the flow
step	worst slack, ns	TNS (ns)
6_report	-0.5663	-1.173
5_1_grt	-0.6293	-1.336
4_1_cts	-0.5778	-1.190
3_5_place_dp	-1.267	-4.155
3_3_place_gp	-1.265	-4.093
2_1_floorplan	-0.2954	-0.4806
## final timing paths
path	end	slack (ns)
hold / removal	Sum[1]	1.55
setup / recovery	Sum[3]	-0.57
## per-layer routing
metal / track usage (%) / vias up / share of wire [%]
met3: 1.023 / 0 / 23
met4: 0 / 0 / 0
met5: 0 / - / 0
met1: 1.600 / 58 / 50
met2: 1.846 / 14 / 26
li1: - / 68 / -
## cells in the mapped netlist
library cell and number:
fa_1 4, inv_1 14
## layout by cell type, fill, tap and decap left out
master           count
inv_1                8
dlygate4sd2_1        2
buf_6                2
fa_2                 4
buf_2                4
clkdlybuf4s15_1      1
inv_2                6
clkdlybuf4s50_1      5
## final cells by class
| type | instances | area share [%] |
|---|---|---|
| well taps | 46 | 17.97 |
| inverters | 14 | 16.41 |
| multi-input cells | 4 | 28.13 |
| repair buffers | 14 | 37.50 |
## power by group
part | leakage [nW] | internal (mW) | switching (mW) | total [mW]
sequential | 0 | 0 | 0 | 0
clock | 0 | 0 | 0 | 0
combinational | 0.156 | 0.0396 | 0.0218 | 0.0614
total | 0.156 | 0.0396 | 0.0218 | 0.0614
## critical path: cells and delay by family
kind,cells,cell delay (ns)
buffers and inverters,4,0.23
adder cells (fa/ha/maj),4,1.65
## timing repair
item,4_1_cts,5_1_grt
resized,27,5
pin swaps,4,4
setup endpoints to repair,5,3
No activity file was given, so power comes from the tool's default toggle rates.
