$ cat design/flow/config.mk
export PLATFORM = sky130hd
export DESIGN_NAME = lfsr_fib
export DESIGN_NICKNAME = lfsr_fib
export VERILOG_FILES = /design/flow/design.v
export SDC_FILE = /design/flow/constraint.sdc
export NUM_CORES = 4
export LEC_CHECK = 1
export CORE_AREA = 10 10 102 102
export DIE_AREA = 0 0 112 112
$ cat design/flow/run.sh
#!/bin/bash
# OpenROAD 26Q1-2900-gdf79404cd8, Yosys 0.63+post, stock flow scripts
make -C /OpenROAD-flow-scripts/flow DESIGN_CONFIG=/design/flow/config.mk WORK_HOME=/design/flow/orfs finish
$ cat design/flow/constraint.sdc
current_design lfsr_fib

set clk_period 4.7
set clk_io_pct 0.2

create_clock -name clk0 -period $clk_period [get_ports {clk}]

set non_clock_inputs [all_inputs -no_clocks]
set_input_delay [expr $clk_period * $clk_io_pct] -clock clk0 $non_clock_inputs
set_output_delay [expr $clk_period * $clk_io_pct] -clock clk0 [all_outputs]
$ cat design/flow/design.v
module lfsr_fib(output reg [15:0]no, input clk,rst);
    reg xr;
    reg [3:0]cnt;
  always@(posedge clk or posedge rst) begin
     if(rst) begin
        no <= 16'd693;
        cnt <= 4'd0;
    end else if(cnt<10) begin
        xr = no[15]^no[13]^no[12]^no[10];
        no = no<<1;
        no[0] = xr;
        cnt <= cnt +1;
    end
  end
endmodule
==> run summary <==
Implementation results.

The run finished with clean final reports. The root cell of the clock tree is clkbuf_8. For the finished layout, the period the worst path requires is 2.24 ns. At the pin with the least slew margin, the transition time is 0.770 ns. Pins over their slew limit in the final report were tallied at 0. The worst hold path class is reg2reg. The cell-internal power is between 0.0002 and 0.0003 W. The worst setup path is of the reg2out kind. The placed wire-length estimate after detailed placement is 1.32 mm. Looking at the worst setup and hold paths, the clock pins of their registers show a slew of 0.08 ns. The initial antenna violation count came to 0. In this run switching power makes up roughly 17% of total power.

The vertical die dimension is 112 um. The critical path goes through clkdlybuf4s50_1. The number of placed cells counting well taps is 175. In the post-synthesis netlist, the biggest area contributors are dfrtp_1, dfstp_2, mux2_4, mux2_2, xnor2_1.

Measured on the finished design, the core utilization comes to about 14%. The worst IR drop on VDD is 0.175 mV. The worst hold margin is ~0.51 ns.

Setup repair after global routing left no endpoint under its margin. Measured along the x axis, the die boundary spans about 110 um. After floorplanning, the die was sized to cover 12500 um2.

The sink count of the clock tree is 20. Per the post-run analysis, buffers plus inverters along the critical path come to 1. The count of boundary I/O pins is 18. TritonCTS built the clock tree. In this run the mean area of a mapped cell was 15.5 um2.

The routability-driven placement congestion ratio is 0.668. The number of different library cells in the post-synthesis netlist is 15. According to the timing report, the data required time at the worst endpoint equals 3.76 ns.

The initial core utilization is 10.2%. Summed over all cells, the static leakage comes to 0.489 nW. In the final layout, the fill cell count is 900. In the Yosys report the total cell count is around 54. The total negative setup slack is 0 ns. The number of synthesis warnings is 1. The clock group share of total power is 49.2%. In this run the deepest clock path goes through 2 buffers. The area inside the core boundary is 8220 um2.

The final layout contains routed wiring with a total length of 1.74 mm. The power report attributes to the sequential group a share of 49.6%. The net switching component of the power is 0.0000606 W. The overall routing resource usage is around 2.9%. After layout, the worst path uses 47.7% of the clock period. The number of flops mapped to enable cells by yosys is 0.

The routed layout reports a DRC error count of 0. Looking at the critical path, the highest net fanout was 3. The tool flagged a number of max-cap violations equal to 0. The reg-to-reg setup timing slack is 3.14 ns. The via count of the first global-routing pass is a little under 500. Nets still carrying antenna violations after routing amount to 0.

STA classifies the critical path startpoint as a register. For this run, the final setup violation count is recorded as 0. Per the GRT congestion report, total overflow comes to 0. The synthesis report names the predominant flop master as dfrtp_1. The count of buffers inserted at the top-level ports is 17. The share of post-route cells with drive strength above 1 is 35.1%. The kind of cell with the highest combined delay along the critical path is flip-flops. In the post-synthesis netlist, the cell with the most instances is dfrtp_1. The CTS H-tree depth is 1.

For this run, asynchronously set or reset flops after synthesis account for 100%. The cell count after synthesis is 54. The slowest stage of the critical path belongs to the cell dfstp_2. The number of warnings reported in the stage logs is 25. In the routed layout, each cell is associated on average with a via count of ~2.6. The repair_antennas step left the layout with diodes totalling 0.

Synthesis inferred 20 register bits. The count of buffers added by post-CTS timing repair for setup is 0. For reference, the top cells by count after synthesis are dfrtp_1, mux2_2, mux2_4.

Static timing analysis puts the maximum clock frequency at 0.446 GHz. The count of placed standard cells in the final layout, fillers left out is approximately 180. Counting endpoints that fail hold in the final report gives 0. The critical path data arrival time is 1.30 ns. After synthesis, flip-flops and latches occupy 60.6% of the total area. For the worst-skew pair, the clock arrives at the later sink with an insertion delay of 0.26 ns. The first global-routing pass estimated 2.89 mm of wire. The iteration count of the initial detailed-routing pass is 2. The total standard cell area after synthesis is 838 um2. The hold buffer count at cts is 0. TritonCTS created 3 clock buffers.

In this run the tightest slew margin relative to its limit is slightly below 50%. The power density over the cells is approximately 300 nW/um2. After clock tree synthesis, the repair step resized 0 gates. The total cell area reported by yosys after synthesis is 838 um2. For this run, the slowest stage of the critical path takes 0.55 ns. Per the log, the first TritonRoute iteration ended with a DRC count of 19. Entering global routing, the biggest net connects 21 pins.

The maximum clock skew at final layout is slightly above 0.005 ns. Of all cell types, the one taking the most synthesized area is dfrtp_1. The total number of placement rows is 33. The flow measured a signed area growth from synthesis to layout of 42.1%.

The per-cell routed wire length is 9.72 um. In this run the biggest area consumer among cell types represents 41.8% of the synthesized area. The power share of the combinational group is 1.2%. The total number of vias is 466.

The worst setup path is captured at an output port.
==> layer usage <==
| layer | part of all wire (%) | global-route usage (%) |
|---|---|---|
| met1 | 50 | 4.05 |
| met3 | 7.9 | 1.41 |
| met2 | 43 | 4.08 |
| met4 | 0 | 0.0846 |
| met5 | 0 | 0 |
==> layout by cell type, fill, tap and decap left out <==
| cell type | count |
|---|---|
| mux2_4 | 7 |
| mux2_2 | 8 |
| ha_1 | 1 |
| dfstp_2 | 6 |
| nand3_1 | 1 |
| clkdlybuf4s50_1 | 17 |
| a21oi_1 | 2 |
| bufinv_16 | 1 |
| nor2_1 | 1 |
| xor2_1 | 1 |
| clkbuf_8 | 3 |
| a31oi_1 | 1 |
| o21ai_4 | 1 |
| inv_1 | 2 |
| dfrtp_1 | 14 |
| nand2_1 | 5 |
| xnor2_1 | 3 |
==> power by group through the flow <==
stage / clock [W] / sequential (W) / combinational (W)
5_1_grt: 0.000190 / 0.000172 / 0.00000509
6_report: 0.000171 / 0.000172 / 0.00000411
4_1_cts: 0.000180 / 0.000172 / 0.00000448
==> per-stage QoR <==
| step | power (W) | worst slack (ns) | cell area [um2] |
|---|---|---|---|
| floorplan | 0.000178 | 3.26 | 838 |
| global placement | 0.000180 | 2.73 | 1120 |
| detailed placement | 0.000180 | 2.73 | 1120 |
| CTS | 0.000356 | 2.44 | 1190 |
| global route | 0.000367 | 2.40 | 1190 |
| finish | 0.000347 | 2.46 | 1190 |
==> sequential cells by signal, indices dropped and copies added, names as in the netlist <==
signal  count
cnt         4
no         16
==> logic make-up (layout without fill, tap and decap cells) <==
| family | count (synthesis) | in the layout | synth area share [%] |
|---|---|---|---|
| adder cells (fa/ha/maj) | 1 | 1 | 1.49 |
| AND-OR/OR-AND | 4 | 4 | 3.88 |
| flip-flops | 20 | 20 | 60.6 |
| multiplexers | 15 | 15 | 23.3 |
| XOR/XNOR | 4 | 4 | 4.18 |
| buffers and inverters | 3 | 23 | 3.28 |
| AND/OR/NAND/NOR | 7 | 7 | 3.28 |
==> area by class of cell <==
cell class              instances  area (um2)  share of cell area, %
well taps                     105         131                   11.0
clock buffers                   3        41.3                   3.47
clock inverters                 1        30.0                   2.52
multi-input cells              31         303                   25.4
repair buffers                 17         170                   14.3
flip-flops and latches         20         508                   42.6
inverters                       2        7.51                  0.630
==> final timing paths <==
check	from	endpoint	cells past startpoint
setup / recovery	no[9]	no[9]	1
hold / removal	cnt[0]	cnt[0]	1
min in group asynchronous	rst	no[6]	2
max in group asynchronous	rst	no[3]	2
hold reg to reg	cnt[0]	cnt[0]	1
setup reg to reg	cnt[2]	no[3]	2
Power and IR drop assume default switching activity.
