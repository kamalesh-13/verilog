==> flow/config.mk <==
export PLATFORM = sky130hd
export DESIGN_NAME = svnsegment
export DESIGN_NICKNAME = svnsegment
export VERILOG_FILES = /design/flow/design.v
export SDC_FILE = /design/flow/constraint.sdc
export NUM_CORES = 4
export LEC_CHECK = 1
export CORE_AREA = 10 10 70 70
export DIE_AREA = 0 0 80 80
==> flow/constraint.sdc <==
current_design svnsegment

set clk_period 1.0
set clk_io_pct 0.2

create_clock -name clk0 -period $clk_period

set non_clock_inputs [all_inputs -no_clocks]
set_input_delay [expr $clk_period * $clk_io_pct] -clock clk0 $non_clock_inputs
set_output_delay [expr $clk_period * $clk_io_pct] -clock clk0 [all_outputs]
==> flow/design.v <==
module svnsegment(output reg [6:0]a, input [3:0]x);
   always@(*) begin
    if(x==4'b0000) begin
    a=7'b1111110;
    end else if(x==4'b0001) begin
    a=7'b0110000; 
    end else if(x==4'b0010) begin
    a=7'b1101101; 
    end else if(x==4'b0011) begin
    a[0]=1;a[1]=1;a[2]=1;a[3]=1;a[4]=0;a[5]=0;a[6]=1;
    end else if(x==4'b0100) begin
    a[0]=0;a[1]=0;a[2]=1;a[3]=0;a[4]=0;a[5]=1;a[6]=1;
    end else if(x==4'b0101) begin
    a[0]=1;a[1]=0;a[2]=1;a[3]=1;a[4]=0;a[5]=1;a[6]=1;
    end else if(x==4'b0110) begin
    a[0]=1;a[1]=0;a[2]=1;a[3]=1;a[4]=1;a[5]=1;a[6]=1;
    end else if(x==4'b0111) begin
    a[0]=1;a[1]=1;a[2]=1;a[3]=0;a[4]=0;a[5]=0;a[6]=0; 
    end else if(x==4'b1000) begin
    a[0]=1;a[1]=1;a[2]=1;a[3]=1;a[4]=1;a[5]=1;a[6]=1;
    end else if(x==4'b1001) begin
    a[0]=1;a[1]=1;a[2]=1;a[3]=1;a[4]=0;a[5]=1;a[6]=1; 
    end else begin
    a[0]=1'bx;a[1]=1'bx;a[2]=1'bx;a[3]=1'bx;a[4]=1'bx;a[5]=1'bx;a[6]=1'bx; end
end
endmodule
==> flow/run.sh <==
#!/bin/bash
# OpenROAD 26Q1-2900-gdf79404cd8, Yosys 0.63+post, stock flow scripts
make -C /OpenROAD-flow-scripts/flow DESIGN_CONFIG=/design/flow/config.mk WORK_HOME=/design/flow/orfs finish
==> results.ini <==
[yosys]
synth.avg_cell_area_sq_um = 7.04
synth_area_sq_um = 113
yosysSeqAreaShare = 0
syn_inst = 16
yosys_cells = 16
ys_area_sq_um = 113
yosysUniqueCellTypes = 11
yosys_warnings = 1

[routing]
vias_per_cell = 2.25
postRouteAntennaNets = 0
drtIter0Drc = 0
routed_wirelength_microns = 558
first_pass_iters = 1
vias = 164
wl_per_cell_microns = 7.64
antenna_cells = 0
drcViolationCount = 0

[power_and_ir_drop]
p_leak_nw = 0.0966
ir_drop_mv = 0.0520
power_density_nw_per_um2 = 330
total_power_mw = 0.0946

[placed_design]
placed_cell_area_sq_um = 265
dp_cells = 72
port_buffers = 11
pre_cts_slack_ps = -824
place_congestion = 0.706
dp_hpwl_microns = 451

[critical_path]
worstPathCellList = buf_8 > and2b_4 > buf_6 > nand2_1 > buf_2
crit_path_end_kind = output port
cp.required_ps = 800
cp_data_arrival_time_ps = 810
critPathCapture = a[6]
crit_buf_inv = 3
cp_top_family = buffers and inverters
path_max_fanout = 6
critical-path-slowest-cell = and2b_4
cp-start-kind = input pin
crit_type = input pin to output port
critical_path.startpoint = x[3]
cp.depth = 5
slowest_delay_ps = 250

[timing]
slew_headroom = 0.845
fin_crit_sh = 1.01
max_freq_mhz = 985
setup_viol = 2
fin_tns_setup_ps = -20.4
timing.final.ws_setup_ps = -14.7
hold_violations = 0
period_needed_ps = 1010
tightestPinTransition_ps = 231
rsz0062_at_grt = true
slew_violations = 0

[worst_hold_path]
min_from = x[0]
hold_path.class = input pin to output port

[grt]
grt-ovfl-total = 0
antenna_found_initial = 0
first_global_vias = 151
grt_max_degree = 9
grtUsageTotal = 0.0166
grt_pass1_wl_microns = 883

[run]
tool_warnings = 34
timing.max_cap.violations = 0

[final_layout]
final_cells = 73
drive_gt1_frac = 0.630
area_delta_synth_final_pct = 154
ff_count = 0
num-clock-buffers = 0
stdcell_area_sq_um = 287
regArea_sq_um = 0

[floorplan]
die-area_sq_um = 6400
die_h_microns = 80
num_io_pins = 11
core_sq_um = 3420
row_count = 21
initCoreUtil = 0.0330
die_w_microns = 80

[run_status]
outcome = finished with violations
failed_checks = setup timing

[clocking]
cts_hold_buf = 0

## per-stage QoR
step / utilization / hold slack [ps]
6_report: 0.0839 / 668
3_3_place_gp: 0.0777 / 1520
4_1_cts: 0.0780 / 714
3_5_place_dp: 0.0777 / 1530
5_1_grt: 0.0839 / 693
2_1_floorplan: - / 431
## metal layers
metal	vias to the layer above	wire length, microns	track usage
li1	80	-	-
met1	79	227	0.0198
met2	5	249	0.0249
met3	0	81	0.0125
met4	0	0	0
met5	-	0	0
## cell usage in the layout, fill, tap and decap left out, types with 2 or more instances in the layout
master and n:
buf_6 2, buf_8 2, buf_2 4, nand2_1 3, buf_4 2, a21oi_2 2, a211o_1 2, clkdlybuf4s15_1 2
## power by group
part / internal (mW) / switching (mW) / total (mW) / leakage [nW]
Combinational: 0.0564 / 0.0382 / 0.0946 / 0.0966
Sequential: 0 / 0 / 0 / 0
Clock: 0 / 0 / 0 / 0
Total: 0.0564 / 0.0382 / 0.0946 / 0.0966
## what timing repair did
action                                  4_1_cts  5_1_grt
gates resized                                43        8
endpoints found under the setup margin        7        6
setup buffers                                 1        0
pin swaps                                     1        2
cloned                                        0        0
## area by class of cell
| cell class | count | area (sq um) |
|---|---|---|
| timing repair buffer | 13 | 113 |
| multi-input combinational | 14 | 116 |
| tap | 46 | 57.6 |
| fill | 411 | 3130 |
## logic make-up after synthesis
group,count (synthesis),share of synthesized area
XOR/XNOR,1,0.0778
AND/OR/NAND/NOR,7,0.367
AND-OR/OR-AND,6,0.356
buffers and inverters,2,0.200
## worst min-delay path by stage
stage                  end  depth (start not counted)
final                 a[4]                          3
after CTS             a[4]                          3
after global routing  a[4]                          3
## cell usage after synthesis (all sizes together)
cell / number / area share
a211o: 2 / 0.16
a21oi: 2 / 0.089
and2b: 1 / 0.089
buf: 2 / 0.20
nand2: 3 / 0.10
nand3b: 1 / 0.067
nor2: 1 / 0.033
nor4b: 1 / 0.078
o21ai: 1 / 0.044
o31ai: 1 / 0.067
xnor2: 1 / 0.078
Power is estimated from default activity; no workload was simulated.
